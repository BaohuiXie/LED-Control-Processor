==> ./config.mk <==
export PLATFORM = sky130hd
export DESIGN_NAME = digitalControlBlock
export DESIGN_NICKNAME = digitalControlBlock
export VERILOG_FILES = /design/flow/design.v
export SDC_FILE = /design/flow/constraint.sdc
export NUM_CORES = 4
export LEC_CHECK = 1
export CORE_UTILIZATION = 30
==> ./constraint.sdc <==
current_design digitalControlBlock

set clk_period 1.9
set clk_io_pct 0.2

create_clock -name clk0 -period $clk_period [get_ports {reCLK}]

set non_clock_inputs [all_inputs -no_clocks]
set_input_delay [expr $clk_period * $clk_io_pct] -clock clk0 $non_clock_inputs
set_output_delay [expr $clk_period * $clk_io_pct] -clock clk0 [all_outputs]
==> ./run.sh <==
#!/bin/bash
# OpenROAD 26Q1-2900-gdf79404cd8, Yosys 0.63+post, stock flow scripts
make -C /OpenROAD-flow-scripts/flow DESIGN_CONFIG=/design/flow/config.mk WORK_HOME=/design/flow/orfs finish
==> ./design.v <==
`timescale 1 ns / 1 ps
module digitalControlBlock(
	output wire dataOut,
	output wire [11:0] Bdata,
	output wire [11:0] Gdata,
	output wire [11:0] Rdata,
	input wire reCLK,
	input wire reData,
	input wire globalReset,
	input wire [15:0] REF16Bits,
	input wire [5:0] REF6Bit
);
wire headerDetected, gateCLK;
shiftAndRegBlock SRblock(dataOut, headerDetected, Bdata[11:0], Gdata[11:0], Rdata[11:0], REF16Bits[15:0], reCLK, reData, globalReset, gateCLK);
GatedCLKBlock GCLKblock(gateCLK, headerDetected, globalReset, REF6Bit[5:0], reCLK);
endmodule
module Comparator6Bit (	 
	output wire Vout, 
	input wire [5:0] A,
	input wire [5:0] REF
);
reg [5:0] priorityEncoder;
wire [5:0] AandPE, REFandPE, AxorREF;
wire Abig, REFbig;
genvar i;
generate
	for(i=0; i<6; i=i+1) begin: AXOREF
		assign AxorREF[i] = A[i] ^ REF[i];
	end
endgenerate
always @(*) begin
	casez (AxorREF[5:0])
		6'b1?????: priorityEncoder = 6'b100000;
		6'b01????: priorityEncoder = 6'b010000;
		6'b001???: priorityEncoder = 6'b001000;
		6'b0001??: priorityEncoder = 6'b000100;
		6'b00001?: priorityEncoder = 6'b000010;
		6'b000001: priorityEncoder = 6'b000001;
		default: priorityEncoder = 6'b000000;
	endcase
end
assign AandPE = A & priorityEncoder;
assign REFandPE = REF & priorityEncoder;
assign Abig = |AandPE;
assign REFbig = |REFandPE;
assign Vout = !(Abig||REFbig);
endmodule
module Counter6Bit (
	output reg [5:0] count,
	input wire clk,
	input wire globalReset,
	input wire R
);
always @(posedge clk or negedge R or posedge globalReset) begin
	if(globalReset) begin
		count <= 6'b000000;
	end else begin 
		if(!R) begin
			count <= 6'b000000;
		end else begin
			count <= (&count[5:0]) ? count : count + 1'b1;
		end
	end
end
endmodule
module DFF_digitalControlBlock(
	output reg notQ,
	input wire R,
	input wire clk,
	input wire globalReset
);
always @(posedge clk or posedge globalReset or posedge R) begin
	if(globalReset) begin
		notQ <= 1'b1;
	end else begin 
		if(R) begin
			notQ <= 1'b1;
		end else begin
			notQ <= 1'b0;
		end
	end
end
endmodule
module GatedCLKBlock (
	output wire GatedCLK,
	input wire headerDetected,
	input wire globalReset,
	input wire [5:0] REF,
	input wire reCLK	 
);
wire [5:0] countOut;
wire notQ, compOut;
Counter6Bit counter1(countOut[5:0], reCLK, globalReset, headerDetected);
Comparator6Bit comparator1(compOut, countOut[5:0], REF[5:0]);		
DFF_digitalControlBlock	dff1(notQ, compOut, headerDetected, globalReset);
assign GatedCLK = reCLK && notQ;
endmodule
module Comparator16Bit (	 
	output wire headerDetected, 
	input wire [15:0] A,
	input wire [15:0] REF
);
reg [15:0] priorityEncoder;
wire [15:0] AandPE, REFandPE, AxorREF;
wire Abig, REFbig; 
genvar i;
generate
	for(i=0; i<16; i=i+1) begin: AXOREF
		assign AxorREF[i] = A[i] ^ REF[i];
	end
endgenerate
always @(*) begin
	casez (AxorREF[15:0])
		16'b1???????????????: priorityEncoder = 16'b1000000000000000;
		16'b01??????????????: priorityEncoder = 16'b0100000000000000;
		16'b001?????????????: priorityEncoder = 16'b0010000000000000;
		16'b0001????????????: priorityEncoder = 16'b0001000000000000;
		16'b00001???????????: priorityEncoder = 16'b0000100000000000;
		16'b000001??????????: priorityEncoder = 16'b0000010000000000;
		16'b0000001?????????: priorityEncoder = 16'b0000001000000000;
		16'b00000001????????: priorityEncoder = 16'b0000000100000000;
		16'b000000001???????: priorityEncoder = 16'b0000000010000000;
		16'b0000000001??????: priorityEncoder = 16'b0000000001000000;
		16'b00000000001?????: priorityEncoder = 16'b0000000000100000;
		16'b000000000001????: priorityEncoder = 16'b0000000000010000;
		16'b0000000000001???: priorityEncoder = 16'b0000000000001000;
		16'b00000000000001??: priorityEncoder = 16'b0000000000000100;
		16'b000000000000001?: priorityEncoder = 16'b0000000000000010;
		16'b0000000000000001: priorityEncoder = 16'b0000000000000001;		
		default: priorityEncoder = 16'b0000000000000000;
	endcase
end
assign AandPE = A & priorityEncoder;
assign REFandPE = REF & priorityEncoder;
assign Abig = |AandPE;
assign REFbig = |REFandPE;
assign headerDetected = !(Abig||REFbig);
endmodule
module shiftReg13Bit (
	output wire out,
	output wire [11:0] data,
	input wire in,
	input wire clk,
	input wire globalReset
);
reg [12:0] current;
wire [12:0] next;
always @(posedge clk or posedge globalReset) begin
	if(globalReset) begin
		current <= 13'b0000000000000;
	end else begin
		current <= next;
	end
end
assign next = {in, current[12:1]};  
assign out = current[0];
assign data = current[12:1];
endmodule
module shiftReg16Bit (
	output wire out,		
	output wire [15:0] data,
	input wire in,
	input wire clk,
	input wire globalReset
);
reg [15:0] current;
wire [15:0] next;
always @(posedge clk or posedge globalReset) begin
	if(globalReset) begin
		current <= 16'b0000000000000000;
	end else begin
		current <= next;
	end
end
assign next = {in, current[15:1]};
assign data = current;
assign out = current[0];
endmodule
module parallelShiftReg12Bit (
	output reg [11:0] data,
	input wire [11:0] in,
	input wire clk,
	input wire globalReset
);
always @(posedge clk or posedge globalReset) begin
	if(globalReset) begin
		data <= 12'b000000000000;
	end else begin
		data <= in[11:0];
	end
end
endmodule
module shiftAndRegBlock(
	output wire dataOut,
	output wire headerDetected,
	output wire [11:0] Bdata,
	output wire [11:0] Gdata,
	output wire [11:0] Rdata,
	input wire [15:0] REF,
	input wire reCLK,
	input wire reData,
	input wire globalReset,
	input wire gateCLK
);
wire reg1out, reg2out, reg3out;
wire [11:0] reg1Data, reg2Data, reg3Data;
wire [15:0] A;
shiftReg13Bit reg13BitB(reg1out, reg1Data[11:0], reData, reCLK, globalReset);
shiftReg13Bit reg13BitG(reg2out, reg2Data[11:0], reg1out, reCLK, globalReset);
shiftReg13Bit reg13BitR(reg3out, reg3Data[11:0], reg2out, reCLK, globalReset);
shiftReg16Bit reg16Bit1(dataOut, A[15:0], reg3out, gateCLK, globalReset);
Comparator16Bit comparator16Bit1(headerDetected, A[15:0], REF[15:0]);
parallelShiftReg12Bit Preg12BitB(Bdata[11:0], reg1Data[11:0], headerDetected, globalReset);
parallelShiftReg12Bit Preg12BitG(Gdata[11:0], reg2Data[11:0], headerDetected, globalReset);
parallelShiftReg12Bit Preg12BitR(Rdata[11:0], reg3Data[11:0], headerDetected, globalReset);
endmodule
==> results_dict.tcl <==
# metrics dict for downstream scripts
set metrics [dict create \
    viasPerCell 3.834 \
    fin_worst_skew_ps 113.1 \
    chip_area_um2 9971 \
    setup.worst_path.start "SRblock.reg16Bit1.current[0]" \
    slack_of_the_worst_reg_to_reg_path_ps 490 \
    max_freq_mhz 556.2 \
    hold_ws_ps 255.3 \
    crit_path_cell_trace "clkdlybuf4s50_1" \
    grt_overflow_total 0 \
    rows 35 \
    fillers 812 \
    path_class "reg -> out" \
    data_arrival_time_at_the_worst_slack_endpoint_ps 1420 \
    total_power_mw 2.717 \
    grt_util_met1 0.1443 \
    gr-usage-met2 0.1374 \
    worst_r2r_path_depth 4 \
    firstDrtPassIters 4 \
    remaining_number_of_nets_flagged_by_the_antenna_check_after_routing 0 \
    numSynthFlops 98 \
    final_period_minus_worst_setup_slack_ps 1798 \
    reg2reg_to "GCLKblock.counter1.count[1]" \
    first_iter_violations 37 \
    crit_buf_inv 1 \
    coreArea_um2 9240 \
    timing.critical_path.slowest_stage_cell "clkdlybuf4s50_1" \
    synth_cells 153 \
    synth.yosys.chip_area_um2 2873 \
    grt.total_usage 0.09811 \
    number_of_gates_resized_after_cts 0 \
    ir_worst_vdd_mv 0.3551 \
    warnings 26 \
    report.final.slew_viol_count 0 \
    number_of_buffers_added_on_ports 61 \
    hold_buffers 0 \
    numPlacedInstances 346 \
    post_cts_buffers 0 \
    area.growth.synth_to_final_pct 35.76 \
    critPathLaunchType "flip-flop" \
    rr_startpoint "GCLKblock.counter1.count[0]" \
    synth.yosys.warnings 7 \
    route.antenna.diode_count 0 \
    crit_family "buffers and inverters" \
    critical_path_required_ps 1520 \
    power_density_nw_per_um2 696.6 \
    crit_path_end_kind "output port" \
    clk-insertion-delay-late_ps 600 \
    postSynthSeqShare 0.8541 \
    gp_congestion 0.7621 \
    area.combinational_um2 406.6 \
    tritoncts_clock_tree "done" \
    critPathCapture "dataOut" \
    design.portCount 62 \
    maxCapViolCount 0 \
    dr_total_vias 1384 \
    pre_cts_setup_slack_ps 234.9 \
    unclocked_regs 37 \
    drc 0 \
    post_route_cells_drive_above_1_share 0.1034 \
    worstHoldPathType "reg -> reg" \
    final_util 0.4221 \
    use_met3 0.05241 \
    fin_setup_tns_ps 0 \
    timing.critical_path.depth 1 \
    fin_crit_sh 0.9462 \
    final_critical_path_setup_slack_ps 102.2 \
    rsz0062_at_grt "no" \
    detail_route.wl_per_cell_um 11.96 \
    area_of_the_mapped_netlist_um2 2873 \
    grt_pass1_vias 1531 \
    flop_area_um2 2454 \
    power_leakage_nw 1.752 \
    untimed_endpoints 72 \
    clk_transition_reported_paths_ps 80 \
    crit_path_max_incr_delay_ps 460 \
    syn-mean-instance-area_um2 18.78 \
    synth_cell_type_count 21 \
    finalHoldViolCount 0 \
    cp_max_fo 2 \
    gr-max-usage-layer "met1" \
    dp.final_hpwl_mm 2.957 \
    finalSetupViolations 0 \
    initial_utilization 0.3109 \
    instances_no_fill 361 \
    synth_stat.cells 153 \
    grt_start_max_net_pins 59 \
    first_pass_grt_wire_length_mm 7.155 \
    post-route-cell-area_um2 3900 \
    die-height_um 99.86 \
    wl_mm 4.317 \
    die.size.x_um 99.86 \
    post_placement_cell_area_um2 3686 \
    run_status "complete, no violations" \
    grt_antenna_before_repair 0 \
]
-- sequential cells by signal, summed over array words and instances, names as in the netlist --
name                       flops
GCLKblock.counter1.count       6
GCLKblock.dff1.notQ            1
SRblock.Preg12BitB.data       12
SRblock.Preg12BitG.data       12
SRblock.Preg12BitR.data       12
SRblock.reg13BitB.current     13
SRblock.reg13BitG.current     13
SRblock.reg13BitR.current     13
SRblock.reg16Bit1.current     16
-- power by group --
group	switching (mW)	leakage (nW)	internal [mW]
registers	0.0276	1.16	1.36
logic	0.0609	0.477	0.0667
clock network	0.451	0.114	0.754
-- layer usage --
layer | part of all wire | vias to the layer above | routed length, µm
li1 | - | 639 | -
met1 | 0.46 | 688 | 1995
met2 | 0.42 | 52 | 1817
met3 | 0.10 | 5 | 447
met4 | 0.013 | 0 | 57
met5 | 0 | - | 0
-- cells in the final DEF (no fill, tap or decap), drive strengths merged, types with 4 or more instances in the layout --
master         netlist  final
xnor2                5      5
clkbuf               0     13
dfrtp               61     61
clkdlybuf4s50        0     61
dfrtn               36     36
nor2                 5      5
xor2                19     19
nor4                 4      4
-- synth_stat cells --
master,instances,share of area
dfrtp_1,61,0.53
mux2_4,1,0.0052
ha_1,3,0.013
nand3_4,1,0.0061
nand2_1,2,0.0026
nor2_1,5,0.0065
nand3_1,2,0.0035
mux2i_1,1,0.0035
o31ai_1,1,0.0026
conb_1,1,0.0013
xor2_1,19,0.058
inv_1,4,0.0052
and2_1,1,0.0022
and3_4,1,0.0039
nor4_1,4,0.0087
dfstp_2,1,0.0091
and3_1,2,0.0044
xnor2_1,5,0.015
nand4_1,1,0.0022
dfrtn_1,36,0.31
a21oi_1,1,0.0017
-- worst reg2reg max path, cell delays in order, from the launching register on --
cell and delay, ps:
dfrtp_1 430, ha_1 260, and3_4 210, nand3_4 100
mux2_4 300
-- layout make-up --
cell class              instances  area share
multi-input cells              51      0.1043
clock inverters                 2    0.008983
well taps                     129     0.04139
inverters                       4    0.004812
flip-flops and latches         98      0.6291
clock buffers                  13     0.04588
repair buffers                 64      0.1655
-- how the worst min path moves through the flow --
stage                                 from                       endpoint  slack (ps)  depth (start not counted)
finish        SRblock.reg13BitR.current[0]  SRblock.reg16Bit1.current[15]         260                          0
CTS           SRblock.reg13BitR.current[0]  SRblock.reg16Bit1.current[15]         270                          0
global route  SRblock.reg13BitR.current[0]  SRblock.reg16Bit1.current[15]         250                          0
-- kinds of logic after synthesis --
logic type               share of synthesized area
flip-flops                                  0.8541
XOR/XNOR                                   0.07317
AND/OR/NAND/NOR                            0.04007
buffers and inverters                     0.005225
adder cells (fa/ha/maj)                    0.01307
AND-OR/OR-AND                             0.004355
multiplexers                              0.008709
other                                     0.001305
Power figures rest on the tool's default switching activity, not on a simulated workload.
