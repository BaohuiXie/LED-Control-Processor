**/design/flow/design.v**
```verilog
`timescale 1 ns / 1 ps
module LEDControl (
	input wire oscillator,
	input wire [11:0] LEDFrameData,
	input wire globalReset,
	output wire power
);
wire [11:0] counterResult;
Counter12Bit count(counterResult, oscillator, globalReset);
Comparator12Bit comp(power, counterResult, LEDFrameData);
endmodule
module Comparator12Bit (
	output wire Vout, 
	input wire [11:0] A,
	input wire [11:0] B
);
wire [11:0] AxorB;
reg [11:0] priorityEncoder;
wire [11:0] BandPE;
genvar i;
generate
	for(i=0; i<12; i=i+1) begin: AXORB
		assign AxorB[i] = A[i] ^ B[i];
	end
endgenerate
always @(*) begin
	casez (AxorB[11:0])
		12'b1???????????: priorityEncoder = 12'b100000000000;
		12'b01??????????: priorityEncoder = 12'b010000000000;
		12'b001?????????: priorityEncoder = 12'b001000000000;
		12'b0001????????: priorityEncoder = 12'b000100000000;
		12'b00001???????: priorityEncoder = 12'b000010000000;
		12'b000001??????: priorityEncoder = 12'b000001000000;
		12'b0000001?????: priorityEncoder = 12'b000000100000;
		12'b00000001????: priorityEncoder = 12'b000000010000;
		12'b000000001???: priorityEncoder = 12'b000000001000;
		12'b0000000001??: priorityEncoder = 12'b000000000100;
		12'b00000000001?: priorityEncoder = 12'b000000000010;
		12'b000000000001: priorityEncoder = 12'b000000000001;
		default: priorityEncoder = 12'b000000000000;
	endcase
end
assign BandPE = B & priorityEncoder;
assign Vout = |BandPE;
endmodule
module Counter12Bit (
	output reg [11:0] result,
	input wire clk,
	input wire globalReset
);
reg RST;
always @(posedge clk or negedge RST or posedge globalReset) begin
	if(globalReset) begin
		result <= 12'b111111111111;
		RST <= 1'b1;
	end else begin
		if(!RST) begin
			result <= 12'b000000000000;
			RST <= 1'b1;
			end
		else begin
			result <= result + 1'b1;
			if(&result[11:1]) begin
				RST <= 1'b0;
			end else begin
				RST <= 1'b1;
			end
		end
	end
end
endmodule
```
**/design/flow/run.sh**
```bash
#!/bin/bash
# OpenROAD 26Q1-2900-gdf79404cd8, Yosys 0.63+post, stock flow scripts
make -C /OpenROAD-flow-scripts/flow DESIGN_CONFIG=/design/flow/config.mk WORK_HOME=/design/flow/orfs finish
```
**/design/flow/config.mk**
```make
export PLATFORM = sky130hd
export DESIGN_NAME = LEDControl
export DESIGN_NICKNAME = LEDControl
export VERILOG_FILES = /design/flow/design.v
export SDC_FILE = /design/flow/constraint.sdc
export NUM_CORES = 4
export LEC_CHECK = 1
export CORE_AREA = 10 10 94 94
export DIE_AREA = 0 0 104 104
```
**/design/flow/constraint.sdc**
```tcl
current_design LEDControl

set clk_period 4.0
set clk_io_pct 0.2

create_clock -name clk0 -period $clk_period [get_ports {oscillator}]

set non_clock_inputs [all_inputs -no_clocks]
set_input_delay [expr $clk_period * $clk_io_pct] -clock clk0 $non_clock_inputs
set_output_delay [expr $clk_period * $clk_io_pct] -clock clk0 [all_outputs]
```
==> flow_metrics.py <==
# Metrics from the implementation run
metrics = {
    "logic_synthesis": {
        "yosys_area_sq_um": 876,
        "ys_seq_elements": 13,
        "avgSynthCellArea_sq_um": 11.4,
        "top_area_share_pct": 44.6,
        "ys_seq_share_pct": 47.6,
        "synth_cell_types": 26,
        "syn_inst": 77,
        "ys_cells": 77,
        "ff_type": "dfbbp_1",
        "synth-edff-count": 0,
        "top_cell": "dfbbp_1",
        "yosys-top-cells-count": "12 x dfbbp_1, 11 x xnor2_1, 7 x inv_1",
        "top_cells_by_area": "dfbbp_1 45%, xnor2_1 11%, xor2_1 5.0%",
        "synth_area_sq_um": 876,
        "async_reset_ff_share_pct": 100,
        "post-synth-top-area-cell": "dfbbp_1",
        "ys_warn_count": 4,
    },
    "route": {
        "drc": 0,
        "ant_nets": 0,
        "wl_microns": 1720,
        "vias_per_cell": 3.15,
        "antenna_cells": 0,
        "drt-initial-drc-count": 27,
        "firstDrtPassIters": 4,
        "wire_per_inst_microns": 9.00,
        "vias": 602,
    },
    "final_timing": {
        "fin_tns_setup_ns": 0,
        "rsz0062_at_grt": "false",
        "max_freq_mhz": 298,
        "clock_skew_ns": 0.00211,
        "tightestPinTransition_ns": 0.450,
        "post-route-min-period_ns": 3.36,
        "finalHoldViolCount": 0,
        "setup_slack_ns": 0.643,
        "setup_viol": 0,
        "slew_violations": 0,
        "min_period_over_period_pct": 83.9,
        "slew_headroom_pct": 70.0,
    },
    "worst_setup_path": {
        "critical_path.top_delay_family": "buffers and inverters",
        "critical_path_class": "primary input to primary output",
        "worst-path-max-fanout": 3,
        "crit_top_cell": "clkdlybuf4s50_1",
        "cp_slowest_stage_delay_ns": 0.49,
        "critPathLaunchType": "primary input",
        "end_kind": "primary output",
        "path_cells": "clkdlybuf4s50_1 > ha_1 > and3_1 > nor3b_1 > o21ai_1 > o2111ai_1 > clkdlybuf4s50_1",
        "arrival_ns": 2.56,
        "crit_required_ns": 3.20,
        "cp_num_buf_inv": 2,
        "crit_path_top_delay_cell": "clkdlybuf4s50_1",
    },
    "floorplan": {
        "die_x_microns": 104,
        "die_h_microns": 104,
        "ios": 15,
        "fp_util_pct": 12.8,
        "core_sq_mm": 0.00683,
        "rows": 30,
        "die_area_sq_mm": 0.0108,
    },
    "pwr": {
        "cellLeakagePower_nw": 0.435,
        "vdd_drop_max_mv": 0.0778,
        "p_per_area_mw_per_mm2": 258,
    },
    "cts": {
        "clock_path_buffers": 2,
        "cts_tree": "done",
        "clkTransAtPathRegs_ns": 0.05,
        "cts_buffers": 3,
        "postCtsHoldBufs": 0,
        "cts_root_buf": "clkbuf_8",
        "cts_resized": 0,
        "clk_latency_ns": 0.23,
        "cts_sinks": 13,
        "htreeDepth": 1,
        "post_cts_buffers": 0,
    },
    "global_routing": {
        "grt_pass1_vias": 631,
        "overflow": 0,
        "grt_pass1_wl_microns": 3020,
        "grt_max_degree": 13,
        "grt_use_total_pct": 3.34,
        "antenna_found_initial": 0,
    },
    "finish": {
        "drive_gt1_share_pct": 11.6,
        "syn_to_final_growth_pct": 34.9,
        "stdcell_area_sq_mm": 0.00118,
        "n_fill_cell": 764,
    },
    "worst_hold_path": {
        "hold_class": "flop to flop",
    },
    "flow_run": {
        "cap_viol_max_count": 0,
        "tool_warnings": 35,
    },
    "outcome": {
        "status": "finished, final reports clean",
    },
    "placed_design": {
        "dp_hpwl_microns": 1350,
        "place_area_sq_mm": 0.00114,
        "place_ws_ns": 0.649,
        "gp_congestion": 0.761,
        "portBuffers": 14,
    },
}
-- final timing paths --
| kind | start | to | slack, ns | cells past startpoint |
|---|---|---|---|---|
| hold reg to reg | count.result[0] | count.result[0] | 0.44 | 0 |
| setup reg to reg | count.result[2] | count.result[9] | 2.38 | 5 |
| hold / removal | count.result[0] | count.result[0] | 0.44 | 0 |
| min in group asynchronous | count.RST | count.RST | 0.50 | 1 |
| setup / recovery | LEDFrameData[11] | power | 0.64 | 7 |
| max in group asynchronous | globalReset | count.result[5] | 2.57 | 2 |
-- final cells by class --
cell class,instances,area [sq um],share of cell area [%]
repair buffers,14,140,11.9
multi-input cells,57,433,36.7
inverters,7,26.3,2.22
clock buffers,4,45.0,3.81
flip-flops and latches,13,417,35.3
well taps,96,120,10.2
-- registers in the layout, indices dropped and copies added (netlist names) --
signal / cells
count.RST: 1
count.result: 12
-- metrics by stage --
stage          total power, W  utilization [%]  hold WS, ns  instances
2_1_floorplan        0.000176                -        0.412         77
3_3_place_gp         0.000195             16.6        0.429        187
3_5_place_dp         0.000195             16.6        0.429        187
4_1_cts              0.000308             17.3        0.441        191
5_1_grt              0.000320             17.3        0.470        191
6_report             0.000304             17.3        0.442        191
-- placed cells by master (no fill, tap or decap), drive strengths merged, types with 2 or more instances in the layout --
| cell | synthesis | routed |
|---|---|---|
| nor3b | 2 | 2 |
| clkdlybuf4s50 | 0 | 14 |
| inv | 7 | 7 |
| maj3 | 4 | 4 |
| nor2b | 5 | 5 |
| xor2 | 5 | 5 |
| clkbuf | 0 | 4 |
| xnor2 | 11 | 11 |
| ha | 2 | 2 |
| o21ai | 2 | 2 |
| dfbbp | 12 | 12 |
| nand2 | 3 | 3 |
| a21oi | 2 | 2 |
| nand3 | 7 | 7 |
| and3 | 6 | 6 |
-- where the power goes --
part	leakage [nW]	internal [W]	total, W	switching (W)
clock network	0.0228	0.0000701	0.000113	0.0000427
logic	0.235	0.0000186	0.0000293	0.0000106
registers	0.177	0.000162	0.000162	0
-- metal layers --
metal	global-route usage (%)	routed length [microns]	up-vias
met5	0	0	-
met4	0.398	13	0
met3	1.50	120	2
met2	3.87	535	17
met1	5.41	1050	266
li1	-	-	317
-- logic make-up after synthesis --
| kind of cell | synth area share [%] |
|---|---|
| AOI/OAI and AO/OA | 5.00 |
| xor gates and xnor gates | 16.0 |
| adders and majority gates | 7.71 |
| and+or+nand+nor | 20.7 |
| DFF | 47.6 |
| buffers and inverters | 3.00 |
Power figures rest on the tool's default switching activity, not on a simulated workload.
