### run.sh
#!/bin/bash
# OpenROAD 26Q1-2900-gdf79404cd8, Yosys 0.63+post, stock flow scripts
make -C /OpenROAD-flow-scripts/flow DESIGN_CONFIG=/design/flow/config.mk WORK_HOME=/design/flow/orfs finish
### config.mk
export PLATFORM = sky130hd
export DESIGN_NAME = digital_control
export DESIGN_NICKNAME = digital_control
export VERILOG_FILES = /design/flow/design.v
export SDC_FILE = /design/flow/constraint.sdc
export NUM_CORES = 4
export LEC_CHECK = 1
export CORE_UTILIZATION = 50
### constraint.sdc
current_design digital_control

set clk_period 2.5
set clk_io_pct 0.2

create_clock -name clk0 -period $clk_period [get_ports {balanced_clk}]

set non_clock_inputs [all_inputs -no_clocks]
set_input_delay [expr $clk_period * $clk_io_pct] -clock clk0 $non_clock_inputs
set_output_delay [expr $clk_period * $clk_io_pct] -clock clk0 [all_outputs]
### design.v
module digital_control(input balanced_clk,
                       input rst_n,
                       input rec_data,
                       output data_out,
                       output reg [11:0]r_data,
                       output reg [11:0]g_data,
                       output reg [11:0]b_data);
wire [5:0] count;
wire load;
wire [15:0] header_store;
reg  [15:0] data_out_reg;
reg  gate_clk;
reg  [38:0] rgb_data;
counter u0(
    .clk(balanced_clk),
    .rst_n(load),
    .count(count)
        ); 
shift_register u1(
    .clk(balanced_clk),
    .rst_n(rst_n),
    .data(rec_data),
    .load(load),
    .count(count),
    .header_store(header_store)
        );
assign load = (header_store == 16'h7fff) ? 1 : 0;
always @(posedge balanced_clk or negedge rst_n)
    begin
        if (!rst_n)
            begin
                rgb_data <= 0;
                r_data <= 0;
                g_data <= 0;
                b_data <= 0;
            end
        else if (load == 0)
            begin
                rgb_data <= 0;
                r_data <= 0;
                g_data <= 0;
                b_data <= 0;
            end
        else if (load == 1)
            begin
                if (count >= 6'd0 && count <= 6'd38)
                    begin
                        rgb_data <= {rgb_data[37:0], rec_data};
                    end
                else if (count >= 10'd39)
                    begin
                        rgb_data <= rgb_data;
                        b_data <= rgb_data[11:0];
                        g_data <= rgb_data[24:13];
                        r_data <= rgb_data[37:26];
                    end
            end
       else
            begin
                rgb_data <= 0;
                r_data <= 0;
                g_data <= 0;
                b_data <= 0;
            end
    end
reg [5:0] cnt;
  always @ (posedge balanced_clk or negedge rst_n) 
    begin
        if (!rst_n)
            begin  
                cnt<=0;
            end
        else if (cnt == 6'd63)
            begin
               cnt<=0;
            end
        else
            begin
                cnt <= cnt + 1;
            end
    end
assign data_out = (gate_clk==1)?(load ==1 && cnt >= 10'd40 && cnt <= 10'd55)? data_out_reg[0]:rec_data:0;
always @(posedge balanced_clk or negedge rst_n)
    begin
        if (!rst_n)
            begin
               gate_clk <= 0;
                data_out_reg <= 0;
            end
        else if (cnt < 6'd39)
            begin
                data_out_reg<=0;
            end
        else begin 
                if (load == 0)
                    begin
                        gate_clk<=1;
                        data_out_reg<=0;
                    end
                else if (load == 1)
                    begin
                        if (cnt == 6'd39)
                            begin
                                gate_clk <= 0;
                                data_out_reg <= header_store;
                            end
                        else if (cnt >= 6'd40 && cnt <= 6'd55)
                            begin
                                gate_clk <= 1;
                                data_out_reg <= {data_out_reg[14:0],data_out_reg[15]};
                            end
                        else if (cnt > 10'd55)
                            begin
                                gate_clk <= 1;
                                data_out_reg <= data_out_reg;
                            end
                        else
                            begin
                                gate_clk <= 0;
                                data_out_reg <= data_out_reg;
                            end
                    end
             end
    end
endmodule
module shift_register(input clk,
                      input rst_n,
                      input data,
                      input load,
                      input   [5:0]count,
                      output reg [15:0]header_store
                      );
always @ (posedge clk or negedge rst_n)
    begin
        if(!rst_n)
            begin
                header_store <= 0;
            end
        else if (load==1 || count > 6'd15)
            begin
                header_store <= header_store;
            end
        else 
            begin
                header_store <= {header_store[14:0],data};
            end
    end
endmodule
module counter(input clk,
               input rst_n,
               output reg[5:0] count);
always @ (posedge clk or negedge rst_n)   
    begin
        if (!rst_n)
            begin  
                count <= 0;
            end
        else if (count == 6'd63)
            begin
               count <= 0;
            end
        else
            begin
                count <= count+1;
            end
    end
endmodule
==> summary.txt <==
run metrics: gpl congestion=0.798, cell area after synthesis=0.00500 mm², Setup crit start kind=register, drt wl/cell=14.1 µm, DRC=0, R2R depth=7, share of cells above drive strength 1=10.0%, Chip Width=102 µm, CTS buffer count=17, CP bufs+invs=2, router iterations before antenna repair=5, Post-synth ARST share=100%, worst path cell trace=nand4b_1 > or4_4 > inv_2 > nand3_2 > mux2i_1 > buf_2, final hold viol count=0, Fin Setup TNS=-0.00340 ns, clock skew=0.00705 ns, Clk pin slew, worst setup/hold paths=0.05 ns, gr ovfl total=0, Die H=102 µm, Gate Count Post-Synth=522, number of global-route vias before repair=3513, chip area=0.0104 mm², first-pass GRT wire length=17.0 mm, leading area contributor after synthesis=dfrtp_1, Yosys top cell area share=59.5%, Main area contributors=dfrtp_1 60%, nand2_1 14%, a21oi_1 7.6%, max FFs per register=38, Post-synth EDFFs=0, DRT iter0 DRCs=159, GR Util All Layers=21.5%, largest net degree at the start of global routing=83, failing checks=negative setup slack, yosys cell count=522, synth-to-layout area growth=21.8%, syn_area_per_cell=9.58 µm², post-synthesis sequential area ratio=59.5%, crit-path max cell delay=0.54 ns, Initial Utilization=51.4%, OpenROAD warning count=30, actual slew at the worst max-slew pin=0.754 ns, TritonCTS clock tree=built, CTS H-tree lvls=4, Synth Register Bits=119, filler cell count in the final layout=803, insertion delay at the late pin of the worst-skew pair=0.50 ns, fmax=399 MHz, Post-DRT Antenna Nets=0, Crit-path slowest cell=or4_4, Arr. time, crit path=2.00 ns, Leakage=2.45 nW, worst r2r src=u1.header_store[15], Num Clock Sinks=119, Slew headroom=49.7%, Via density=5.28, final instance area=0.00609 mm², placed instance area=0.00552 mm², CP Capture Type=primary output, pwr/cell area=694 mW/mm², r2r setup slk=0.35 ns, count of inserted antenna diode cells=0, core footprint=0.00973 mm², post-DP HPWL=5.87 mm, # rows=36, Synth warnings=3, antenna violations before repair=0, Dominant flop cell=dfrtp_1, Netlist cell types=39, number of setup violations in the final report=1, status=complete, but fails checks, RSZ-0062 raised after global routing=yes, max cap viols=0, # IOs=40, dominant cell by count in the synthesized netlist=nand2_1, fin worst setup slack=-0.00340 ns, final WL=9.91 mm, YS chip area=0.00500 mm², pre-CTS setup slack=0.0753 ns, total power draw=4.23 mW, clk buf depth=2, worst hold path class=in2async, RR Endpoint=u1.header_store[0], CP required=2.00 ns, cell family with most CP delay=simple AND/OR/NAND/NOR gates, CP Max Fanout=2, # port buffers=39, most frequent cells after synthesis=187 x nand2_1, 119 x dfrtp_1, 76 x a21oi_1, 26 x clkbuf_1, 20 x nor2_1, Final Max Slew Viols=0, Critical Setup Path Class=reg2out, vias post-DR=3712, post-layout min period=2.50 ns, crit share post-route=100%, VDD IR max=0.000506 V, Root Buffer=clkbuf_8
-- logic make-up after synthesis --
| group | Yosys count | share of synthesized area [%] |
|---|---|---|
| and+or+nand+nor | 226 | 18.3 |
| DFF | 119 | 59.5 |
| AOI/OAI and AO/OA | 108 | 12.7 |
| buffers and inverters | 43 | 3.78 |
| muxes | 17 | 3.80 |
| xor gates and xnor gates | 5 | 0.876 |
| adders and majority gates | 4 | 1.00 |
-- per-layer routing --
layer / global-route usage [%] / wire (µm)
met1: 36.0 / 5010
met2: 31.5 / 4430
met3: 4.66 / 360
met4: 3.41 / 107
met5: 0 / 0
-- what timing repair did --
item,CTS,global route
endpoints found under the hold margin,31,0
resized,4,0
pin swaps,1,0
buffers inserted,1,0
hold buffers,1,0
setup endpoints to repair,1,1
-- layout by cell type (no fill, tap or decap), types with 2 or more instances in the layout --
cell type,count
nand2_1,187
dfrtp_1,119
a21oi_1,76
clkdlybuf4s50_1,37
nor2_1,20
a311oi_1,16
clkbuf_16,16
buf_4,11
mux2_1,10
nand3_1,6
mux2_2,6
inv_1,5
clkbuf_8,5
clkinv_2,5
o21ai_0,4
nand4_1,4
ha_1,4
xor2_1,3
o31ai_1,3
clkbuf_1,3
buf_12,3
xnor2_1,2
-- stage by stage --
step / instances / utilization, % / hold WS, ns
2_1_floorplan: 522 / - / 0.204
3_3_place_gp: 669 / 56.8 / 0.472
3_5_place_dp: 669 / 56.8 / 0.470
4_1_cts: 703 / 62.6 / 0.488
5_1_grt: 703 / 62.6 / 0.498
6_report: 703 / 62.6 / 0.476
-- layout make-up --
type                    instances  area, µm²  area share [%]
clock buffers                  24        480            7.89
clock inverters                 8       71.3            1.17
inverters                       6       22.5           0.370
multi-input cells             360       1840            30.3
flip-flops and latches        119       2980            48.9
well taps                     133        166            2.73
repair buffers                 53        528            8.67
-- worst max-delay path by stage --
| stage | from | to | slack [ns] | cells after the start |
|---|---|---|---|---|
| final | u1.header_store[15] | data_out | -0.003 | 6 |
| after global routing | u1.header_store[15] | data_out | -0.14 | 6 |
| after CTS | u1.header_store[15] | data_out | -0.04 | 6 |
-- power by group --
| group | total, mW | internal (mW) | switching, mW | leakage, nW |
|---|---|---|---|---|
| registers | 1.95 | 1.94 | 0.0122 | 1.60 |
| logic | 0.0572 | 0.0173 | 0.0398 | 0.574 |
| clock network | 2.21 | 1.41 | 0.801 | 0.275 |
Power figures rest on the tool's default switching activity, not on a simulated workload.
